==> design.v <==
module low_carryless_multiplier #(
    parameter DATA_WIDTH = 32
) (
    input  logic [DATA_WIDTH - 1:0] operand_A_i,
    input  logic [DATA_WIDTH - 1:0] operand_B_i,
    output logic [DATA_WIDTH - 1:0] result_low_o
);
    logic [DATA_WIDTH - 1:0] result, result_next;
        always_comb begin 
            result_next = '0;
            result = '0;
            for (int i = 0; i < DATA_WIDTH; ++i) begin
                if ((operand_B_i >> i) & 32'b1) begin
                    result = result_next ^ (operand_A_i << i);
                end else begin
                    result = result_next; 
                end
                result_next = result;
            end
        end 
    assign result_low_o = result;
endmodule : low_carryless_multiplier
==> run.sh <==
#!/bin/bash
# OpenROAD 26Q1-2900-gdf79404cd8, Yosys 0.63+post, stock flow scripts
make -C /OpenROAD-flow-scripts/flow DESIGN_CONFIG=/design/flow/config.mk WORK_HOME=/design/flow/orfs finish
==> config.mk <==
export PLATFORM = sky130hd
export DESIGN_NAME = low_carryless_multiplier
export DESIGN_NICKNAME = low_carryless_multiplier
export VERILOG_FILES = /design/flow/design.v
export SDC_FILE = /design/flow/constraint.sdc
export NUM_CORES = 4
export LEC_CHECK = 1
export CORE_UTILIZATION = 40
==> constraint.sdc <==
current_design low_carryless_multiplier

set clk_period 3.1
set clk_io_pct 0.2

create_clock -name clk0 -period $clk_period

set non_clock_inputs [all_inputs -no_clocks]
set_input_delay [expr $clk_period * $clk_io_pct] -clock clk0 $non_clock_inputs
set_output_delay [expr $clk_period * $clk_io_pct] -clock clk0 [all_outputs]
==> results.txt <==
Purpose: to document the outcome of synthesis and place and route.

Finish
The sequential cell count is 0. The area taken by multi-input combinational cells is reported as 0.00663 sq mm. The number of clock buffer instances in the layout is 0. The count of cells in the finished layout, fillers not included, comes to 1599.

The most common logic cells in the final layout are nand2_1 (511), xnor2_1 (356), buf_4 (139), xor2_1 (108), buf_12 (59). The sequential cells in the finished layout cover a total of 0 sq um. The commonest non-fill, non-tap cell in the layout is nand2_1.

After filler insertion, the fill cell instance count of the layout stands at 1251. The layout summary lists the proportion of cells stronger than drive strength 1 as 0.257. Per the run report, area growth between synthesis and finish was 58.7%. The cell area after layout is 0.0112 sq mm.

STA
The worst hold slack after final layout is 1980 ps. The final hold violation count recorded for this run is 0. Post-route period utilization is reported as 0.997. The slew at the pin with the worst max-slew slack is 337 ps. Pins over their slew limit in the final report were tallied at 0. The number of endpoints failing setup at the final stage is 0. The highest clock rate is 324 MHz. After layout, the minimum clock period comes to 3090 ps. After routing, the total negative slack on setup checks comes to 0 ps. Per the slew report, the remaining headroom to the max-slew limit stands at 0.775.

Pwr
The power report attributes to the combinational group a share of 1.000. The script computed the net switching share of total power as 0.437. The peak supply drop is 230 uV. The internal power is 1.88 mW. Of the total power, registers draw 0.

Dividing total power by cell area gives a power density of 299 mW/mm^2. The clock network power share is 0. The cell leakage power is 4.92 nW.

The script extracted a net switching power of 1.46 mW.

Flow run
Max-cap violations in this run came to 0. The stage-log warning count is 33.

Global routing
In the global route stage, met2 resource usage came out at 0.563. Global routing put the most usage on met2. The initial antenna violation count is 0.

The overall routing resource usage is 0.404. On met1, the global router reports a usage of 0.500. The global-route wire length before repair is 52600 um. On met3, the global router reports a usage of 0.181.

The remaining global-route overflow is 0. The number of global-route vias before repair is 8287. Entering global routing, the biggest net connects 19 pins.

Floorplan
The top-level port count is 96. The total number of placement rows is 48. The floorplan step defined a die boundary enclosing 0.0181 sq mm. The core region is 0.0172 sq mm. The die is 135 um tall. The die boundary width is 135 um. In the floorplan report the effective utilization is 0.409.

Critical path
The required time at the worst-slack endpoint is 2480 ps. The worst setup path is launched from an input pin. The first element of the critical path is operand_B_i[26]. Along the worst path, the maximum fanout reaches 6. The worst setup path is captured at an output pin. The most used cell along the critical path is xnor2_1.

STA puts the critical path data arrival time at 2470 ps. In this run the critical path is formed by clkdlybuf4s50_1 -> buf_6 -> buf_4 -> nand2_2 -> xor2_2 -> xnor2_1 -> xnor2_1 -> xnor2_1 -> xnor2_1 -> clkbuf_2. The number of buffers and inverters on the critical path is 4.

The critical path's largest stage delay is 470 ps. The master of the slowest instance on the critical path is clkdlybuf4s50_1. The family of cells with the greatest summed delay on the critical path is buffers and inverters. The worst setup path is of the in -> out kind.

Detailed routing
The antenna violation net count after detailed routing is 0. The number of vias per cell is 5.77. The first detailed-routing pass took 22 iterations. Per the detail_route report, DRC violations left total 0. Summing over every cut layer, the via total after detailed routing is 9227. The total detailed-routing wirelength is 37900 um. The first routing iteration left 1360 violations. TritonRoute output was used to compute an average wire per cell of 23.7 um.

Place
The final weighted congestion in routability-driven placement is 0.934. Summing all placed instances gives a cell area of 0.00941 sq mm. The number of cells after detailed placement is 1495.

The count of buffers added on input and output ports is 96. According to the dpl log, the detail-placed design has an HPWL of 17700 um.

Logic synthesis
The sequential fraction of the synthesis area is 0. The netlist area before placement is 0.00704 sq mm. After synthesis, the netlist uses 9 different library cells.

The number of warning messages in the yosys log is 1. Of all cell types, the one taking the most synthesized area is xnor2_1. The average footprint of a synthesized cell is 6.27 sq um.

The stat command in Yosys gives a chip area of 0.00704 sq mm. The main area contributors are xnor2_1 (47%), nand2_1 (28%), xor2_1 (14%), buf_4 (4.0%), buf_2 (3.1%). The area share of the largest cell type after synthesis is 0.471. The cell count after synthesis is 1124. The count of instantiated cells in the yosys netlist is 1124.

Min path
Along the worst hold path, the cell count comes to 6. The end of the worst hold path is result_low_o[8]. The worst hold path belongs to the class in -> out. The startpoint of the worst hold path is operand_A_i[4].

Clock tree
In this run, post-CTS hold repair placed 0 buffers.

Run status
The flow ran to the end, and the final reports show no timing, DRC or antenna violations.
per-layer routing:
layer | vias to the layer above | routed length [um]
met5 | - | 34
met4 | 3 | 3950
met3 | 362 | 6990
met2 | 1020 | 14200
met1 | 4028 | 12800
li1 | 3814 | -
through the flow:
| stage | util | worst slack [ps] | total power [mW] |
|---|---|---|---|
| 2_1_floorplan | - | 799 | 1.75 |
| 3_3_place_gp | 0.546 | -415 | 3.07 |
| 3_5_place_dp | 0.546 | -403 | 3.08 |
| 4_1_cts | 0.638 | -27.7 | 3.22 |
| 5_1_grt | 0.648 | -43.9 | 3.52 |
| 6_report | 0.649 | 8.88 | 3.34 |
power groups by stage:
stage / Clock, mW / Combinational [mW] / Sequential (mW)
4_1_cts: 0 / 3.22 / 0
5_1_grt: 0 / 3.52 / 0
6_report: 0.0000000344 / 3.34 / 0
cells by family (layout without fill, tap and decap cells):
| logic type | after synthesis | after routing | share of synthesized area |
|---|---|---|---|
| AND/OR/NAND/NOR | 528 | 528 | 0.282 |
| buffers and inverters | 100 | 349 | 0.0995 |
| other | 0 | 1 | 0 |
| XOR/XNOR | 496 | 496 | 0.619 |
final cells by class:
type	instances	share of cell area
Antenna cell	1	0.000224
Timing Repair Buffer	349	0.382
Multi-Input combinational cell	1024	0.593
Tap cell	225	0.0252
cells in the mapped netlist (all sizes together):
cell,n
buf,99
xnor2,381
xor2,115
clkbuf,1
and2,1
nand2,527
repair_timing:
action / in CTS / in global routing
setup endpoints to repair: 30 / 21
gates cloned: 31 / 0
setup buffers: 54 / 23
pin swaps: 143 / 76
resized: 249 / 92
worst max-delay path by stage:
| stage | end | slack (ps) | depth (start not counted) |
|---|---|---|---|
| 4_1_cts | result_low_o[25] | -30 | 10 |
| 5_1_grt | result_low_o[28] | -40 | 10 |
| 6_report | result_low_o[28] | 9 | 10 |
No activity file was given, so power comes from the tool's default toggle rates.
