### flow/run.sh
#!/bin/bash
# OpenROAD 26Q1-2900-gdf79404cd8, Yosys 0.63+post, stock flow scripts
make -C /OpenROAD-flow-scripts/flow DESIGN_CONFIG=/design/flow/config.mk WORK_HOME=/design/flow/orfs finish
### flow/config.mk
export PLATFORM = sky130hd
export DESIGN_NAME = carry_lookahead_adder
export DESIGN_NICKNAME = carry_lookahead_adder
export VERILOG_FILES = /design/flow/design.v
export SDC_FILE = /design/flow/constraint.sdc
export NUM_CORES = 4
export LEC_CHECK = 1
export CORE_AREA = 10 10 93 93
export DIE_AREA = 0 0 103 103
### flow/constraint.sdc
current_design carry_lookahead_adder

set clk_period 9.2
set clk_io_pct 0.2

create_clock -name clk0 -period $clk_period

set non_clock_inputs [all_inputs -no_clocks]
set_input_delay [expr $clk_period * $clk_io_pct] -clock clk0 $non_clock_inputs
set_output_delay [expr $clk_period * $clk_io_pct] -clock clk0 [all_outputs]
### flow/design.v
module carry_lookahead_adder #(
    parameter DATA_WIDTH = 32,
    parameter BLOCK_WIDTH = 4
) (
    input  logic [DATA_WIDTH - 1:0] operand_A_i,
    input  logic [DATA_WIDTH - 1:0] operand_B_i,
    input  logic                    carry_i,
    output logic [DATA_WIDTH - 1:0] result_o,
    output logic                    carry_o
);
    localparam CLA_BLOCKS = DATA_WIDTH / BLOCK_WIDTH;
    logic [CLA_BLOCKS - 1:0] cla_carry;
    genvar i;
    generate
        for (i = 0; i < CLA_BLOCKS; i++) begin 
            CLA_block N_th_CLA_block (
                .cla_operand_A_i (operand_A_i[(BLOCK_WIDTH * i) +: BLOCK_WIDTH]),
                .cla_operand_B_i (operand_B_i[(BLOCK_WIDTH * i) +: BLOCK_WIDTH]),
                .cla_carry_i     ((i == 0) ? carry_i : cla_carry[i - 1]        ),
                .cla_result_o    (result_o[(BLOCK_WIDTH * i) +: BLOCK_WIDTH]   ),
                .cla_carry_o     (cla_carry[i]                                 )
            );
        end
    endgenerate
    assign carry_o = cla_carry[CLA_BLOCKS - 1];
endmodule : carry_lookahead_adder
module CLA_block #(
    BLOCK_WIDTH = 4
) (
    input  logic [BLOCK_WIDTH - 1:0] cla_operand_A_i,
    input  logic [BLOCK_WIDTH - 1:0] cla_operand_B_i,
    input  logic                     cla_carry_i,
    output logic [BLOCK_WIDTH - 1:0] cla_result_o,
    output logic                     cla_carry_o
);
    localparam IN = 1;
    localparam OUT = 0;
    ripple_carry_adder #(BLOCK_WIDTH) rc_adder (
        .operand_A_i ( cla_operand_A_i ),
        .operand_B_i ( cla_operand_B_i ),
        .carry_i     ( cla_carry_i     ),
        .result_o    ( cla_result_o    ),
        .carry_o     (    )
    );
    logic [BLOCK_WIDTH - 1:0] c_generate, c_propagate;
    logic [BLOCK_WIDTH - 2:0] and_cgen, or_cgen; 
        always_comb begin : carry_logic
            for (int j = 0; j < BLOCK_WIDTH; j++) begin : generate_propagate_logic 
                c_generate[j] = cla_operand_A_i[j] & cla_operand_B_i[j]; 
                c_propagate[j] = cla_operand_A_i[j] | cla_operand_B_i[j]; 
            end : generate_propagate_logic
            for (int k = 0; k < BLOCK_WIDTH - 1; k++) begin : carry_gen_logic
                if (k == 0) begin 
                    and_cgen[0] = c_generate[0] & c_propagate[1];
                    or_cgen[0] = and_cgen[0] | c_generate[1];
                end else begin 
                    and_cgen[k] = or_cgen[k - 1] & c_propagate[k + 1];
                    or_cgen[k] = and_cgen[k] | c_generate[k + 1];
                end
            end : carry_gen_logic
        end : carry_logic
    assign cla_carry_o = or_cgen[BLOCK_WIDTH - 2] | (&c_propagate & cla_carry_i);
endmodule : CLA_block
module ripple_carry_adder #(
  parameter DATA_WIDTH = 32
)  (
    input  logic [DATA_WIDTH - 1:0]         operand_A_i,
    input  logic [DATA_WIDTH - 1:0]         operand_B_i,
    input  logic                            carry_i,
    output logic [DATA_WIDTH - 1:0]         result_o,
    output logic                            carry_o
);
    localparam IN = 1;
    localparam OUT = 0;
    logic [IN:OUT][DATA_WIDTH - 1:0] carry;
    logic [DATA_WIDTH - 1:0] AB_xor;
        always_comb begin 
            for (int i = 0; i < DATA_WIDTH; i++) begin
                AB_xor[i] = operand_A_i[i] ^ operand_B_i[i];
                carry[IN][i] = (i == 0) ? carry_i : carry[OUT][i - 1];
                result_o[i] = AB_xor[i] ^ carry[IN][i];
                carry[OUT][i] = (AB_xor[i] & carry[IN][i]) | (operand_A_i[i] & operand_B_i[i]);
            end
        end
    assign carry_o = carry[OUT][DATA_WIDTH - 1];   
endmodule : ripple_carry_adder
==> impl_table.tex <==
% Synthesis and place-and-route results
\begin{tabular}{lr}
\hline
Metric & Value \\
\hline
\multicolumn{2}{l}{\textbf{Detailed routing}} \\
\quad Vias/cell & between 4 and 5 \\
\quad First-pass iteration count of the detailed router & 4 \\
\quad Antenna-violating nets left & 0 \\
\quad Count of antenna diodes in the layout & 0 \\
\quad Routed length per instance & between 10 and 15 µm \\
\quad Number of vias in the routed layout & around 1,600 \\
\quad DRC errors left & 0 \\
\quad Number of violations reported at the end of detailed-routing iteration 0 & 11 \\
\quad DRT Wirelength & approximately 4.7 mm \\
\multicolumn{2}{l}{\textbf{GRT}} \\
\quad Antenna violations before repair & 0 \\
\quad Met3 usage & under 10\% \\
\quad Global route overflow & 0 \\
\quad Met2 demand-to-capacity share in global routing & around 15\% \\
\quad Global routing's busiest layer & met2 \\
\quad Wire length of the first global-routing pass & 7.64 mm \\
\quad Met1 Resource Use GR & a little over a tenth \\
\quad Pin count of the biggest net entering global routing & 5 \\
\quad Via count of the first global-routing pass & 1,658 \\
\quad Overall fraction of global-route tracks in use & between 8 and 9\% \\
\multicolumn{2}{l}{\textbf{Run status}} \\
\quad Result of the run & complete, no violations \\
\multicolumn{2}{l}{\textbf{Layout}} \\
\quad Combined flip-flop and latch cell area & 0 µm² \\
\quad Share of layout cells above drive strength 1 & approximately 2.4\% \\
\quad Area Overhead vs Synth & 53.6\% \\
\quad Footprint of the multi-input gates & between 0.0015 and 0.002 mm² \\
\quad Count of sequential standard cells & 0 \\
\quad Count of clock-net buffers in the final layout & 0 \\
\quad Fill cells & between 600 and 700 \\
\multicolumn{2}{l}{\textbf{Clock tree}} \\
\quad CTS resizes & 0 \\
\quad Number of hold buffers added after CTS & 0 \\
\quad Number of setup buffers added after CTS & 0 \\
\multicolumn{2}{l}{\textbf{Die}} \\
\quad Area enclosed by the die boundary & 0.0106 mm² \\
\quad Row Count & 30 \\
\quad Y dimension of the die & approximately 100 µm \\
\quad Chip width & 103 µm \\
\quad Initial cell density of the core & roughly 30\% \\
\quad Area of the core & roughly 0.0068 mm² \\
\quad I/O pins & about 98 \\
\multicolumn{2}{l}{\textbf{Pwr}} \\
\quad Relative contribution of the clock network to total power & 0\% \\
\quad Worst IR drop on VDD & around 0.000023 V \\
\quad Comb power frac & roughly 100\% \\
\quad Standby leakage power & between 1.5 and 2 nW \\
\quad Power per unit of standard cell area & 52.7 mW/mm² \\
\quad Internal Pwr Total & 0.107 mW \\
\quad Relative contribution of sequential cells to total power & 0\% \\
\quad Switch share & between 30\% and 40\% \\
\quad Switching pwr & 0.0564 mW \\
\multicolumn{2}{l}{\textbf{Place}} \\
\quad Post-Place Setup Slack & around 1.8 ns \\
\quad Port Buffers & 98 \\
\quad Estimated wirelength of the detail-placed design & around 4.5 mm \\
\quad Final weighted congestion of routability-driven global placement & 0.845 \\
\multicolumn{2}{l}{\textbf{Synthesis}} \\
\quad Post-synth seq share & 0\% \\
\quad Most popular library cell in the synthesized design by count & inv\_1 \\
\quad Post-Synthesis Mean Instance Area & a little under 9 µm² \\
\quad Area fraction of the dominant cell type after synthesis & about two fifths \\
\quad Synth Cell Area & around 0.0020 mm² \\
\quad Cell type with the largest total area after synthesis & ha\_1 \\
\quad Total of warnings raised by yosys & 2 \\
\quad Number of cell instances after yosys synthesis & $\sim$230 \\
\quad Number of library cell types mapped by synthesis & 26 \\
\quad Largest cells by area after synthesis & ha\_1, fa\_1, inv\_1 \\
\quad Post-synth top cells & inv\_1, ha\_1, fa\_1 \\
\quad Chip area line of the yosys report & just over 0.002 mm² \\
\quad Cells after synthesis & approximately 230 \\
\multicolumn{2}{l}{\textbf{Critical path}} \\
\quad Number of buffer and inverter stages on the critical path & 3 \\
\quad Worst Setup EP & result\_o[27] \\
\quad Worst Path Arrival & between 5 and 6 ns \\
\quad Series of cell instances along the critical path & clkdlybuf4s50\_1 > inv\_1 > ha\_1 > nor2b\_1 > o21ai\_1 > a21oi\_1 > nor3\_2 > a21oi\_1 > a21o\_1 > fa\_1 > fa\_1 > fa\_1 > xor2\_1 > clkdlybuf4s50\_1 \\
\quad Worst setup path start & operand\_A\_i[5] \\
\quad Largest stage delay on the critical path & between 0.4 and 0.5 ns \\
\quad Number of cells on the critical path & 14 \\
\quad Most used cell along the critical path & fa\_1 \\
\quad Slowest cell on the critical path & clkdlybuf4s50\_1 \\
\quad Required time at the endpoint of the critical path & 7.36 ns \\
\quad Critical path launch point type & primary input \\
\quad Cell family contributing the most delay on the critical path & adder cells \\
\quad Kind of end point of the critical path & primary output \\
\quad Top fanout value on the critical path & 4 \\
\quad Setup CP Type & in -> out \\
\multicolumn{2}{l}{\textbf{STA}} \\
\quad Final worst setup slack & approximately 1.9 ns \\
\quad Final slew viol count & 0 \\
\quad Part of the cycle the worst path needs & approximately 80\% \\
\quad Final Hold Viols & 0 \\
\quad Maximum clock frequency & 0.136 GHz \\
\quad Final-report setup violation count & 0 \\
\quad Max transition margin & 72.7\% \\
\quad Final Critical Period & 7.33 ns \\
\quad Setup repair after global routing missed its margin & false \\
\quad Measured slew at the worst slew-check pin & slightly above 0.4 ns \\
\quad Sum Neg Setup Slack & 0 ns \\
\quad Smallest hold slack & $\sim$4.7 ns \\
\multicolumn{2}{l}{\textbf{Worst hold path}} \\
\quad Worst hold path type & in -> out \\
\multicolumn{2}{l}{\textbf{Flow run}} \\
\quad Max-capacitance violation count & 0 \\
\quad Number of warnings the tools reported & between 80 and 90 \\
\hline
\end{tabular}
## worst min-delay path by stage
| stage | slack (ns) | to | cells after the start | start |
|---|---|---|---|---|
| CTS | 4.77 | result_o[27] | 5 | operand_B_i[27] |
| global route | 4.80 | result_o[15] | 5 | operand_B_i[15] |
| finish | 4.75 | result_o[23] | 5 | operand_B_i[23] |
## power groups by stage
stage | Combinational, mW | Clock (mW) | Sequential [mW]
final | 0.163 | 0 | 0
after global routing | 0.186 | 0 | 0
after CTS | 0.170 | 0 | 0
## layout by cell type (no fill, tap or decap), types with 3 or more instances in the layout
cell	count
nor2_1	6
clkdlybuf4s50_1	98
a21oi_1	15
nor2b_1	4
nand2_1	4
fa_1	24
nor3_1	3
inv_1	76
o31ai_1	3
ha_1	64
nor4_1	3
nand3_1	3
xor2_1	8
## logic make-up (layout without fill, tap and decap cells)
family / Yosys count / after routing / share of synthesized area (%)
AOI/OAI and AO/OA: 29 / 29 / 10.1
adders and majority gates: 88 / 88 / 63.5
buffers and inverters: 77 / 175 / 14.3
xor gates and xnor gates: 8 / 8 / 3.47
and+or+nand+nor: 28 / 28 / 8.62
## through the flow
| step | std cells | cell area [µm²] | power [mW] | utilization, % |
|---|---|---|---|---|
| 2_1_floorplan | 230 | 2020 | 0.0477 | - |
| 3_5_place_dp | 408 | 3100 | 0.168 | 45.9 |
| 6_report | 408 | 3100 | 0.163 | 45.9 |
| 4_1_cts | 408 | 3100 | 0.170 | 45.9 |
| 3_3_place_gp | 408 | 3100 | 0.168 | 45.9 |
| 5_1_grt | 408 | 3100 | 0.186 | 45.9 |
## layout make-up
class | instances | area share, %
multi-input cells | 153 | 55.8
repair buffers | 98 | 31.7
well taps | 80 | 3.23
inverters | 77 | 9.33
## routing by layer
metal  share of wire (%)  vias up
met4                   0        0
met5                   0        -
met2                  49       54
met1                  40      706
li1                    -      880
met3                  11        0
No activity file was given, so power comes from the tool's default toggle rates.
