### /design/flow/run.sh
#!/bin/bash
# OpenROAD 26Q1-2900-gdf79404cd8, Yosys 0.63+post, stock flow scripts
make -C /OpenROAD-flow-scripts/flow DESIGN_CONFIG=/design/flow/config.mk WORK_HOME=/design/flow/orfs finish
### /design/flow/design.v
module sequential_booth_multiplier #(
    parameter DATA_WIDTH = 32,
    parameter RADIX = 16
) (
    input  logic [DATA_WIDTH - 1:0]       operand_A_i,
    input  logic [DATA_WIDTH - 1:0]       operand_B_i,
    input  logic                          clk_i,
    input  logic                          clk_en_i,
    input  logic                          rst_n_i,
    input  logic                          valid_entry_i,
    output logic [(2 * DATA_WIDTH) - 1:0] result_o,
    output logic                          data_valid_o,
    output logic                          idle_o
);
    localparam COUNTER_BITS = $clog2(DATA_WIDTH / $clog2(RADIX));
    localparam RECODED_BITS = $clog2(RADIX);
    localparam SHIFT_AMOUNT = RECODED_BITS;
    localparam TOTAL_BITS = DATA_WIDTH + (SHIFT_AMOUNT - 1);
    typedef enum logic {IDLE, MULTIPLY} fsm_state_t;
    fsm_state_t state_CRT, state_NXT;
    logic [COUNTER_BITS - 1:0] counter_CRT, counter_NXT;
        always_ff @(posedge clk_i ) begin : state_register
            if (!rst_n_i) begin 
                state_CRT <= IDLE;
            end else if (clk_en_i) begin 
                state_CRT <= state_NXT;
            end           
        end : state_register
        always_comb begin : next_state_logic
            case (state_CRT)
                IDLE:     state_NXT = (valid_entry_i) ? MULTIPLY : IDLE;
                MULTIPLY: state_NXT = (counter_CRT == (2**COUNTER_BITS - 1)) ? IDLE : MULTIPLY;
                default:  state_NXT = IDLE;
            endcase
        end : next_state_logic
    typedef struct packed {
        logic signed [TOTAL_BITS - 1:0] _P; 
        logic signed [DATA_WIDTH - 1:0] _A; 
        logic                           _L; 
    } reg_pair_s;
    reg_pair_s reg_pair_ff_CRT, reg_pair_ff_NXT;
    logic [TOTAL_BITS - 1:0] partial_product;
    logic [TOTAL_BITS - 1:0] reg_B_ff_CRT, reg_B_ff_NXT;
    reg_pair_s partial_product_sh;
    logic data_valid_CRT, data_valid_NXT;
        always_comb begin : datapath_logic
            case (state_CRT)
                IDLE: begin 
                    reg_pair_ff_NXT._P = 'b0;
                    reg_pair_ff_NXT._A = operand_A_i;
                    reg_pair_ff_NXT._L = 1'b0;
                    reg_B_ff_NXT = $signed(operand_B_i);
                    counter_NXT = 'b0;
                    data_valid_NXT = 1'b0;
                end
                MULTIPLY: begin 
                    reg_pair_ff_NXT = partial_product_sh;
                    reg_B_ff_NXT = reg_B_ff_CRT;
                    counter_NXT = counter_CRT + 1;
                    data_valid_NXT = (counter_CRT == (2**COUNTER_BITS - 1));
                end
          endcase
        end : datapath_logic
        always_ff @(posedge clk_i) begin : datapath_register
            if (clk_en_i) begin
                reg_pair_ff_CRT <= reg_pair_ff_NXT;
                reg_B_ff_CRT <= reg_B_ff_NXT;              
            end
        end : datapath_register
    logic [TOTAL_BITS - 1:0] reg_B_sel;
    generate
        if (RADIX == 2) begin 
            always_comb begin
                case ({reg_pair_ff_CRT._A[RECODED_BITS - 1:0], reg_pair_ff_CRT._L})    
                    2'b00,
                    2'b11:    reg_B_sel = 'b0;
                    2'b01:    reg_B_sel = reg_B_ff_CRT; 
                    2'b10:    reg_B_sel = -reg_B_ff_CRT;  
                endcase
                partial_product = reg_pair_ff_CRT._P + reg_B_sel; 
                partial_product_sh = $signed({partial_product, reg_pair_ff_CRT._A, reg_pair_ff_CRT._L}) >>> SHIFT_AMOUNT;
            end
        end else if (RADIX == 4) begin 
            always_comb begin  
                case ({reg_pair_ff_CRT._A[RECODED_BITS - 1:0], reg_pair_ff_CRT._L})    
                    3'b000,
                    3'b111:   reg_B_sel = 'b0;
                    3'b001,
                    3'b010:   reg_B_sel = reg_B_ff_CRT;
                    3'b011:   reg_B_sel = reg_B_ff_CRT << 1;   
                    3'b100:   reg_B_sel = -(reg_B_ff_CRT << 1);   
                    3'b101,
                    3'b110:   reg_B_sel = -reg_B_ff_CRT;
                endcase
                partial_product = reg_pair_ff_CRT._P + reg_B_sel;
                partial_product_sh = $signed({partial_product, reg_pair_ff_CRT._A, reg_pair_ff_CRT._L}) >>> SHIFT_AMOUNT;
            end
        end else if (RADIX == 8) begin 
            always_comb begin 
                case ({reg_pair_ff_CRT._A[RECODED_BITS - 1:0], reg_pair_ff_CRT._L})    
                    4'b0000,
                    4'b1111:    reg_B_sel = 'b0;
                    4'b0001,
                    4'b0010:    reg_B_sel = reg_B_ff_CRT;
                    4'b0011,
                    4'b0100:    reg_B_sel = (reg_B_ff_CRT << 1);   
                    4'b0101,
                    4'b0110:    reg_B_sel = ((reg_B_ff_CRT << 1) + reg_B_ff_CRT);
                    4'b0111:    reg_B_sel = (reg_B_ff_CRT << 2);
                    4'b1000:    reg_B_sel = -(reg_B_ff_CRT << 2);
                    4'b1001,
                    4'b1010:    reg_B_sel = -((reg_B_ff_CRT << 1) + reg_B_ff_CRT);
                    4'b1011,
                    4'b1100:    reg_B_sel = -(reg_B_ff_CRT << 1);   
                    4'b1101,
                    4'b1110:    reg_B_sel = -reg_B_ff_CRT;
                endcase
                partial_product = reg_pair_ff_CRT._P + reg_B_sel;
                partial_product_sh = $signed({partial_product, reg_pair_ff_CRT._A, reg_pair_ff_CRT._L}) >>> SHIFT_AMOUNT;
            end
        end else if (RADIX == 16) begin 
            always_comb begin
                case ({reg_pair_ff_CRT._A[RECODED_BITS - 1:0], reg_pair_ff_CRT._L})    
                    5'b00000,
                    5'b11111:    reg_B_sel = 'b0;   
                    5'b00001,
                    5'b00010:    reg_B_sel = reg_B_ff_CRT;   
                    5'b00011,
                    5'b00100:    reg_B_sel = (reg_B_ff_CRT << 1);   
                    5'b00101,
                    5'b00110:    reg_B_sel = ((reg_B_ff_CRT << 1) + reg_B_ff_CRT);    
                    5'b00111,
                    5'b01000:    reg_B_sel = (reg_B_ff_CRT << 2);   
                    5'b01001,
                    5'b01010:    reg_B_sel = ((reg_B_ff_CRT << 2) + reg_B_ff_CRT);    
                    5'b01011,
                    5'b01100:    reg_B_sel = ((reg_B_ff_CRT << 2) + (reg_B_ff_CRT << 1));   
                    5'b01101,
                    5'b01110:    reg_B_sel = ((reg_B_ff_CRT << 2) + (reg_B_ff_CRT << 1) + reg_B_ff_CRT);   
                    5'b01111:    reg_B_sel = (reg_B_ff_CRT << 3);    
                    5'b10000:    reg_B_sel = -(reg_B_ff_CRT << 3);    
                    5'b10001,
                    5'b10010:    reg_B_sel = -((reg_B_ff_CRT << 2) + (reg_B_ff_CRT << 1) + reg_B_ff_CRT);    
                    5'b10011,
                    5'b10100:    reg_B_sel = -((reg_B_ff_CRT << 2) + (reg_B_ff_CRT << 1));    
                    5'b10101,
                    5'b10110:    reg_B_sel = -((reg_B_ff_CRT << 2) + reg_B_ff_CRT);   
                    5'b10111,
                    5'b11000:    reg_B_sel = -(reg_B_ff_CRT << 2);    
                    5'b11001,
                    5'b11010:    reg_B_sel = -((reg_B_ff_CRT << 1) + reg_B_ff_CRT);    
                    5'b11011,
                    5'b11100:    reg_B_sel = -(reg_B_ff_CRT << 1);    
                    5'b11101,
                    5'b11110:    reg_B_sel = -reg_B_ff_CRT;   
                endcase
                partial_product = reg_pair_ff_CRT._P + reg_B_sel;
                partial_product_sh = $signed({partial_product, reg_pair_ff_CRT._A, reg_pair_ff_CRT._L}) >>> SHIFT_AMOUNT;
            end
        end
    endgenerate 
        always_ff @(posedge clk_i ) begin : counter_logic
            if (!rst_n_i) begin
                counter_CRT <= 'b0;
            end else if (clk_en_i) begin 
                counter_CRT <= counter_NXT;
            end           
        end : counter_logic
        always_ff @(posedge clk_i) begin : valid_register
            if (!rst_n_i) begin 
                data_valid_CRT <= 'b0;
            end else if (clk_en_i) begin 
                data_valid_CRT <= data_valid_NXT;
            end
        end : valid_register
    assign data_valid_o = data_valid_CRT;
    assign result_o = {reg_pair_ff_CRT._P[DATA_WIDTH - 1:0], reg_pair_ff_CRT._A};
    assign idle_o = (state_NXT == IDLE);
endmodule : sequential_booth_multiplier
### /design/flow/config.mk
export PLATFORM = sky130hd
export DESIGN_NAME = sequential_booth_multiplier
export DESIGN_NICKNAME = sequential_booth_multiplier
export VERILOG_FILES = /design/flow/design.v
export SDC_FILE = /design/flow/constraint.sdc
export NUM_CORES = 4
export LEC_CHECK = 1
export CORE_UTILIZATION = 40
### /design/flow/constraint.sdc
current_design sequential_booth_multiplier

set clk_period 15.4
set clk_io_pct 0.2

create_clock -name clk0 -period $clk_period [get_ports {clk_i}]

set non_clock_inputs [all_inputs -no_clocks]
set_input_delay [expr $clk_period * $clk_io_pct] -clock clk0 $non_clock_inputs
set_output_delay [expr $clk_period * $clk_io_pct] -clock clk0 [all_outputs]
==> metrics.yaml <==
grt_pass1_wl_mm: 96.0
antenna_found_initial: 0
port_buffers: 133
ys_cells: 2294
period_needed_ns: 9.02
cts_max_path_buffers: 2
cts_sinks: 101
place_area_um2: 19400
warnings: 57
rsz0062_at_grt: "no"
leakagePower_uw: 0.00751
fp-utilization_pct: 40.5
area_growth_pct: 10.1
ys_area_um2: 17900
core_um2: 44100
ff_type: "edfxtp_1"
hp-start: "counter_CRT[2]"
final_cell_mix: "nand2_1 (189), a21oi_1 (174), ha_1 (161)"
dr.pass1.iters: 8
r2r_end: "reg_pair_ff_CRT[62]"
timing.setup.tns_ns: 0
initialDrtViolationCount: 1659
fmax_mhz: 111
p_per_area_nw_per_um2: 94.8
diodes: 0
die_w_um: 213
path_delay_family: "simple AND/OR/NAND/NOR gates"
setup_viol: 0
whs_ns: 0.485
detailed_place_hpwl_mm: 50.4
crit_type: "flip-flop to flip-flop"
reg2reg_setup_slack_ns: 6.38
synth_flop_count: 101
cts_max_level: 3
synth_cell_types: 99
slowest_stage: "edfxtp_1"
outcome: "complete, no violations"
finalClockPeriodUsage_pct: 58.6
maxCapViolCount: 0
cts_post_setup_buffers_inserted: 0
cts-root-buf: "clkbuf_16"
final_area_um2: 19700
yosys_warnings: 1
synth.avg_cell_area_um2: 7.80
cts.repair.resized: 0
relSlewSlack_pct: 29.1
drt_wl_total_mm: 62.5
timing_hold_violations_final: 0
peakVddDrop_v: 0.0000583
route.vias.total: 17964
ys_async_sr_fraction_pct: 0
grt_max_degree: 72
io_pins: 134
hold_depth: 2
crit_buf_inv: 2
gp_congestion: 0.974
grt_usage_pct: 27.9
start_kind: "flip-flop"
cts.clk_slew.worst_paths_ns: 0.08
yosysSeqAreaShare_pct: 16.7
final_max_slew_viol_count: 0
hold_path_class: "flip-flop to flip-flop"
reg2reg_depth: 30
dp_cells: 2886
required_ns: 15.56
core.rowCount: 77
ant_nets: 0
syn-cell-area_um2: 17900
fin_cells: 2902
cp_max_fo: 11
die_area_um2: 45600
timing.rr.start: "reg_B_ff_CRT[2]"
fin_util_pct: 44.6
tightest_slew_ns: 1.04
dieHeight_um: 213
edf_count: 96
slowest_delay_ns: 0.66
overflow: 0
lay_top_count: "nand2_1"
endpoint_kind: "flip-flop"
via_per_inst: 6.19
insertion_delay_ns: 0.41
grt_pass1_vias: 16466
worstPathArrival_ns: 9.18
clock_skew_ns: 0.0278
cts_buffers: 9
synthCells: 2294
cts_tree: "yes"
crit_path_start: "reg_B_ff_CRT[2]"
wire_per_inst_um: 21.5
drc_errors: 0
holdBufCountCts: 0
min_to: "counter_CRT[2]"
drive_gt1_share_pct: 6.49
## worst register-to-register path: cells and delay by family (launching register included)
kind,cells,cell delay [ns]
simple gates,15,3.64
flops,1,0.66
fa+ha+maj,3,1.16
xor+xnor,4,0.97
buf+inv,2,0.53
compound gates,6,1.84
## sequential cells by signal, summed over array words and instances, names as in the netlist
register and count:
counter_CRT 3, data_valid_CRT 1, reg_B_ff_CRT 32, reg_pair_ff_CRT 64, state_CRT 1
## cells by family after synthesis
| group | after synthesis | share of synthesized area (%) |
|---|---|---|
| AOI/OAI and AO/OA | 784 | 30.3 |
| xor gates and xnor gates | 211 | 10.4 |
| adders and majority gates | 166 | 11.8 |
| buffers and inverters | 256 | 6.81 |
| DFF | 101 | 16.7 |
| muxes | 39 | 2.41 |
| and+or+nand+nor | 737 | 21.6 |
## layout make-up
class,count,area [um2]
multi-input cells,1937,13700
clock inverters,7,93.8
flip-flops and latches,101,2980
well taps,592,741
repair buffers,171,1610
clock buffers,9,225
fillers,4442,24400
inverters,85,319
## cells in the mapped netlist, drive strengths merged, types with 8 or more instances
library cell,number,area (um2)
nor2,152,573
edfxtp,96,2880
a211o,10,87.6
o2111ai,11,103
or4,10,82.6
o221ai,18,158
a21o,64,480
and4,8,70.1
o22ai,15,93.8
a222oi,13,130
a22oi,30,225
nand4,28,181
a21oi,174,871
nor4,22,184
and2,54,338
mux2,32,360
o21ai,149,746
or3,20,135
inv,85,319
xor2,67,587
nor2b,30,188
nand2b,31,194
a221oi,52,462
ha,161,2010
nor4b,9,91.3
nand3,59,300
a21boi,8,60.1
o211ai,41,318
and3,27,169
nor3,64,373
a211oi,33,268
clkbuf,96,360
o31ai,15,113
o31a,9,78.8
xnor2,144,1280
a221o,18,180
buf,75,538
a2111oi,13,114
o21a,23,173
nand2,189,709
o21bai,22,165
a31oi,15,109
or2,12,75.1
a22o,9,78.8
## report_power, final
group | internal (uW) | leakage, uW | switching (uW)
registers | 338 | 0.000990 | 40.7
logic | 501 | 0.00637 | 736
clock network | 117 | 0.000153 | 133
total | 957 | 0.00751 | 909
## routing by layer
metal / track usage [%] / share of wire [%] / vias to the layer above
met5: 0 / 0 / -
met4: 4.56 / 1.9 / 0
met3: 4.31 / 7.8 / 67
met2: 41.1 / 43 / 702
met1: 44.1 / 48 / 8538
li1: - / - / 8657
## metrics by stage
stage               total power, uW  setup WS (ns)
floorplan                      1270           7.76
global placement               1590           6.70
detailed placement             1590           6.55
CTS                            1860           6.51
global route                   2010           5.69
finish                         1870           6.38
## worst max path at each step
stage | slack (ns) | endpoint | cells after the start
6_report | 6.38 | reg_pair_ff_CRT[62] | 30
5_1_grt | 5.69 | reg_pair_ff_CRT[62] | 31
4_1_cts | 6.51 | reg_pair_ff_CRT[62] | 30
Power is estimated from default activity; no workload was simulated.
