[flow/design.v]
module high_carryless_multiplier #(
    parameter DATA_WIDTH = 32
) (
    input  logic [DATA_WIDTH - 1:0] operand_A_i,
    input  logic [DATA_WIDTH - 1:0] operand_B_i,
    output logic [DATA_WIDTH - 1:0] result_high_o
);
    logic [DATA_WIDTH - 1:0] result, result_next;
        always_comb begin 
            result_next = '0;
            result = '0;
            for (int i = 1; i < DATA_WIDTH; ++i) begin
                if ((operand_B_i >> i) & 32'b1) begin
                    result = result_next ^ (operand_A_i >> (DATA_WIDTH - i));
                end else begin
                    result = result_next; 
                end
                result_next = result;
            end
        end 
    assign result_high_o = result;
endmodule : high_carryless_multiplier
[flow/run.sh]
#!/bin/bash
# OpenROAD 26Q1-2900-gdf79404cd8, Yosys 0.63+post, stock flow scripts
make -C /OpenROAD-flow-scripts/flow DESIGN_CONFIG=/design/flow/config.mk WORK_HOME=/design/flow/orfs finish
[flow/config.mk]
export PLATFORM = sky130hd
export DESIGN_NAME = high_carryless_multiplier
export DESIGN_NICKNAME = high_carryless_multiplier
export VERILOG_FILES = /design/flow/design.v
export SDC_FILE = /design/flow/constraint.sdc
export NUM_CORES = 4
export LEC_CHECK = 1
export CORE_UTILIZATION = 30
[flow/constraint.sdc]
current_design high_carryless_multiplier

set clk_period 4.1
set clk_io_pct 0.2

create_clock -name clk0 -period $clk_period

set non_clock_inputs [all_inputs -no_clocks]
set_input_delay [expr $clk_period * $clk_io_pct] -clock clk0 $non_clock_inputs
set_output_delay [expr $clk_period * $clk_io_pct] -clock clk0 [all_outputs]
==> run summary <==
run metrics: result of the run complete, no violations, slack of the critical path 0.03782 ns, worst hold path class primary input to output pin, DR vias 6621, overall routed net length 24810 um, CP Capture Type output pin, required time at the worst-slack endpoint 3.28 ns, Fmax 246.2 MHz, post-CTS repair timing setup buffer count 0, chain of cells forming the critical path clkdlybuf4s50_1 > buf_12 > nand2_1 > xor2_1 > xnor2_1 > xnor3_1 > xnor3_1 > clkdlybuf4s50_1, count of synthesis-stage warnings from yosys 1, Congestion Overflow GR 0, number of setup violations in the final report 0, router iterations before antenna repair 5, Slew Viols, Final 0, post-route DRC violation count 0, period utilization 99.08%, share of the core filled by cells before placement 30.84%, aggregate negative setup slack 0 ns, overall track demand over capacity in global routing 22.90%, Horiz. Die Dim 149.5 um, maximum fanout encountered on the critical timing path 15, data arrival time of the worst path 3.24 ns, total placed instance area 8362 sq um, hold path start operand_A_i[30], Power, Total 2.138 mW, antenna-violating nets left 0, cell with the largest stage delay on the worst path sky130_fd_sc_hd__clkdlybuf4s50_1, ratio of total power to cell area 253.6 nW/um^2, commonest non-fill, non-tap cell in the layout sky130_fd_sc_hd__nand2_1, number of core rows 53, HPWL Detailed 17290 um, Top Layout Cells sky130_fd_sc_hd__nand2_1, sky130_fd_sc_hd__xnor2_1, sky130_fd_sc_hd__xor2_1, maximum number of pins on one net before global-route repair 29, tally of clock buffers in the finished layout 0, minimum period implied by the final worst setup slack 4.062 ns, global-route wire length before repair 37870 um, Setup Slack @ Placement -0.03114 ns, Hold Path Cell Cnt 5, Worst Setup SP operand_A_i[17], overall die area 22340 sq um, number of flip-flops and latches 0, number of global-route vias before repair 6239, Endpoint, Worst Hold result_high_o[29], DRT iter0 DRCs 458, I/O Buffers 93, crit start category primary input, number of I/O pins 96, final hold vios 0, total number of warnings across the stage logs 34, mean cell area of the mapped netlist 6.334 sq um, gate count of the mapped netlist 1030, number of antenna violations at the first check in global routing 0, largest voltage drop on the vdd net 0.09710 mV, fraction of layout instances using a drive strength above 1 8.630%, critical path start-end classification primary input to output pin, signed area change from the synthesized netlist to the final layout 29.19%, cell area after synthesis 6524 sq um, area of the synthesized netlist per yosys stat 6524 sq um, sequential standard cell area 0 sq um, Final Instance Area 8428 sq um, total antenna diodes in the routed design 0, filler cell count 2109, placer congestion estimate 0.9270, Max-Cap Viols 0, yosys cell count 1030, Die Height 149.5 um, Largest stage delay, worst path 0.59 ns, placeable core region 21150 sq um, Pleak 3.603 nW, routed vias/inst 4.733, Unique masters post-synth 12, setup repair after global routing missed its margin false, routed wirelength normalized by instance count 17.73 um, Post-CTS Hold Buffers 0, share of the yosys chip area belonging to registers 0%
==> power by group <==
| group | leakage [nW] | internal [mW] | switching (mW) |
|---|---|---|---|
| Sequential | 0 | 0 | 0 |
| Combinational | 3.60 | 1.34 | 0.800 |
| Clock | 0 | 0 | 0 |
==> worst max-delay path: cells and delay by family <==
kind | cells | cell delay, ns
xor+xnor | 4 | 1.08
buf+inv | 3 | 1.26
simple gates | 1 | 0.08
==> routing by layer <==
| layer | GRT usage (%) | share of wire (%) | up-vias | routed length (um) |
|---|---|---|---|---|
| met3 | 3.043 | 7.1 | 47 | 1756 |
| met4 | 5.459 | 2.1 | 0 | 510 |
| li1 | - | - | 3219 | - |
| met5 | 0 | 0 | - | 0 |
| met2 | 38.96 | 49 | 290 | 12170 |
| met1 | 30.65 | 42 | 3065 | 10370 |
==> worst max-delay path by stage <==
stage | endpoint | slack, ns
finish | result_high_o[2] | 0.04
global route | result_high_o[17] | 0.004
CTS | result_high_o[2] | 0.003
==> cells in the mapped netlist (all sizes together) <==
master | n | area, sq um
and2 | 1 | 6.260
nand2 | 495 | 1861
conb | 1 | 3.750
clkbuf | 14 | 52.55
xor2 | 103 | 902.1
xnor2 | 308 | 2698
buf | 81 | 392.9
xnor3 | 27 | 608.1
==> timing repair <==
action                     CTS  global route
setup endpoints to repair    4            16
resized                      4            22
pin swaps                    0             2
==> layout make-up <==
type | count | area (sq um) | area share, %
tap | 275 | 344.1 | 4.083
multi-input combinational | 935 | 6078 | 72.12
timing repair buffer | 189 | 2006 | 23.80
==> through the flow <==
stage               util [%]  instances  hold slack [ns]
floorplan                  -       1030            2.003
CTS                    39.55       1399            2.957
global route           39.84       1399            2.664
global placement       39.53       1399            2.948
detailed placement     39.53       1399            2.957
finish                 39.84       1399            2.618
==> cell families after synthesis <==
group	Yosys count	synth area share, %
other	1	0.05748
XOR/XNOR	438	64.50
buffers and inverters	95	6.828
AND/OR/NAND/NOR	496	28.62
No activity file was given, so power comes from the tool's default toggle rates.
