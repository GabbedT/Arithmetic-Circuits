==> flow/design.v <==
module carry_select_adder #(
    parameter DATA_WIDTH = 32,
    parameter BLOCK_WIDTH = 4
) (
    input  logic [DATA_WIDTH - 1:0] operand_A_i,
    input  logic [DATA_WIDTH - 1:0] operand_B_i,
    input  logic                    carry_i,
    output logic [DATA_WIDTH - 1:0] result_o,
    output logic                    carry_o
);
    localparam CSA_BLOCKS = DATA_WIDTH / BLOCK_WIDTH;
    localparam IN = 1;
    localparam OUT = 0;
    logic carry_rc;
    logic [BLOCK_WIDTH - 1:0] result_rc;
    ripple_carry_adder #(BLOCK_WIDTH) rc_adder (
        .operand_A_i ( operand_A_i[BLOCK_WIDTH - 1:0] ),
        .operand_B_i ( operand_B_i[BLOCK_WIDTH - 1:0] ),
        .carry_i     ( carry_i                        ),
        .result_o    ( result_rc                      ),
        .carry_o     ( carry_rc                       )
    );
    assign result_o[BLOCK_WIDTH - 1:0] = result_rc;
    logic [CSA_BLOCKS - 1:0] csa_carry;
    assign csa_carry[0] = carry_rc;
    genvar i;
    generate
        for (i = 1; i < CSA_BLOCKS; i++) begin 
            CSELA_block N_th_CSA_block(
                .csa_operand_A_i (operand_A_i[(BLOCK_WIDTH * i) +: BLOCK_WIDTH] ),
                .csa_operand_B_i (operand_B_i[(BLOCK_WIDTH * i) +: BLOCK_WIDTH] ),
                .csa_carry_i     (csa_carry[i - 1]                              ),
                .csa_result_o    (result_o[(BLOCK_WIDTH * i) +: BLOCK_WIDTH]    ),
                .csa_carry_o     (csa_carry[i]                                  )
            );
        end
    endgenerate
    assign carry_o = csa_carry[CSA_BLOCKS - 1];
endmodule : carry_select_adder
module CSELA_block #(
  BLOCK_WIDTH = 4
) (
    input  logic [BLOCK_WIDTH - 1:0] csa_operand_A_i,
    input  logic [BLOCK_WIDTH - 1:0] csa_operand_B_i,
    input  logic                     csa_carry_i,
    output logic [BLOCK_WIDTH - 1:0] csa_result_o,
    output logic                     csa_carry_o
);
    localparam IN = 1;
    localparam OUT = 0;
    localparam UPPER = 1;
    localparam LOWER = 0;
    logic [IN:OUT][UPPER:LOWER][BLOCK_WIDTH - 1:0] carry;
    logic [UPPER:LOWER][BLOCK_WIDTH - 1:0] AB_xor;
    logic [UPPER:LOWER][BLOCK_WIDTH - 1:0] csa_result;
        always_comb begin : rc_adder_logic
            for (int i = 0; i < BLOCK_WIDTH; i++) begin 
                for (int j = 0; j < 2; j++) begin
                    AB_xor[j][i] = csa_operand_A_i[i] ^ csa_operand_B_i[i];
                    if (i == 0) begin 
                        carry[IN][j][i] = j ? 1 : 0;
                    end else begin 
                        carry[IN][j][i] = carry[OUT][j][i - 1];
                    end
                    csa_result[j][i] = AB_xor[j][i] ^ carry[IN][j][i];
                    carry[OUT][j][i] = (AB_xor[j][i] & carry[IN][j][i]) | (csa_operand_A_i[i] & csa_operand_B_i[i]);
                end         
            end
        end : rc_adder_logic
    assign csa_result_o = csa_carry_i ? csa_result[UPPER] : csa_result[LOWER];
    assign csa_carry_o = csa_carry_i ? carry[OUT][UPPER][BLOCK_WIDTH - 1] : carry[OUT][LOWER][BLOCK_WIDTH - 1];
endmodule : CSELA_block
module ripple_carry_adder #(
  parameter DATA_WIDTH = 32
)  (
    input  logic [DATA_WIDTH - 1:0]         operand_A_i,
    input  logic [DATA_WIDTH - 1:0]         operand_B_i,
    input  logic                            carry_i,
    output logic [DATA_WIDTH - 1:0]         result_o,
    output logic                            carry_o
);
    localparam IN = 1;
    localparam OUT = 0;
    logic [IN:OUT][DATA_WIDTH - 1:0] carry;
    logic [DATA_WIDTH - 1:0] AB_xor;
        always_comb begin 
            for (int i = 0; i < DATA_WIDTH; i++) begin
                AB_xor[i] = operand_A_i[i] ^ operand_B_i[i];
                carry[IN][i] = (i == 0) ? carry_i : carry[OUT][i - 1];
                result_o[i] = AB_xor[i] ^ carry[IN][i];
                carry[OUT][i] = (AB_xor[i] & carry[IN][i]) | (operand_A_i[i] & operand_B_i[i]);
            end
        end
    assign carry_o = carry[OUT][DATA_WIDTH - 1];   
endmodule : ripple_carry_adder
==> flow/run.sh <==
#!/bin/bash
# OpenROAD 26Q1-2900-gdf79404cd8, Yosys 0.63+post, stock flow scripts
make -C /OpenROAD-flow-scripts/flow DESIGN_CONFIG=/design/flow/config.mk WORK_HOME=/design/flow/orfs finish
==> flow/config.mk <==
export PLATFORM = sky130hd
export DESIGN_NAME = carry_select_adder
export DESIGN_NICKNAME = carry_select_adder
export VERILOG_FILES = /design/flow/design.v
export SDC_FILE = /design/flow/constraint.sdc
export NUM_CORES = 4
export LEC_CHECK = 1
export CORE_AREA = 10 10 96 96
export DIE_AREA = 0 0 106 106
==> flow/constraint.sdc <==
current_design carry_select_adder

set clk_period 14.0
set clk_io_pct 0.2

create_clock -name clk0 -period $clk_period

set non_clock_inputs [all_inputs -no_clocks]
set_input_delay [expr $clk_period * $clk_io_pct] -clock clk0 $non_clock_inputs
set_output_delay [expr $clk_period * $clk_io_pct] -clock clk0 [all_outputs]
==> results.sh <==
# flow metrics
export IMPL_status="finished, violations left"
export IMPL_violations="negative setup slack"
export IMPL_fillers=765
export IMPL_grt_ovfl_total=0
export IMPL_top_logic_kind="adder cells"
export IMPL_die_x_um=106
export IMPL_diodes=0
export IMPL_finalCriticalPeriod_ps=16260
export IMPL_via_per_inst=3.33
export IMPL_drive_gt1_share_pct=30.3
export IMPL_p_comb_share_pct=100.0
export IMPL_endpoint_kind="primary output"
export IMPL_ys_sh_adder_pct=75.5
export IMPL_syn_inst=79
export IMPL_cp_top_family="adder cells"
export IMPL_antenna_found_initial=0
export IMPL_power_frac_seq_pct=0
export IMPL_mux_share_pct=5.59
export IMPL_drt_iter0_markers=9
export IMPL_fmax_ghz=0.0615
export IMPL_drc_errors=0
export IMPL_lay_top_count="clkdlybuf4s50_1"
export IMPL_grt_max_degree=3
export IMPL_num_rows=31
export IMPL_power_switching_mw=0.0269
export IMPL_final_antenna_net_count=0
export IMPL_max_slew_margin_rel_pct=86.2
export IMPL_ys_sh_xor_pct=6.85
export IMPL_yosys_stat_area_um2=895
export IMPL_routed_wl_um=3560
export IMPL_compound_area_share_pct=1.12
export IMPL_crit_path_top_delay_cell="fa_2"
export IMPL_setup_viol=8
export IMPL_wl_per_cell_um=12.4
export IMPL_cp_num_buf_inv=4
export IMPL_clkPwrFrac_pct=0
export IMPL_dr_total_vias=955
export IMPL_port_buffers=98
export IMPL_power_mw=0.0909
export IMPL_tns_ps=-11030
export IMPL_min_path_type="input port to primary output"
export IMPL_powerDensity_mw_per_mm2=42.0
export IMPL_worstPathRequired_ps=11200
export IMPL_io_pins=98
export IMPL_die_y_um=106
export IMPL_dpl_hpwl_um=3470
export IMPL_seq_cells=0
export IMPL_crit_path_max_incr_delay_ps=430
export IMPL_startpoint_type="input port"
export IMPL_crit_arrival_ps=13460
export IMPL_ys_types=7
export IMPL_nClkBuffers=0
export IMPL_synth_area_um2=895
export IMPL_critical_path_most_common_cell="fa_2"
export IMPL_syn2layout_area_growth_pct=142
export IMPL_drv_slew=0
export IMPL_placed_cells=282
export IMPL_ys_sh_simple_pct=0.839
export IMPL_final_cell_mix="clkdlybuf4s50_1 (85), fa_2 (25), inv_1 (21)"
export IMPL_intPower_mw=0.0639
export IMPL_p_leak_nw=0.893
export IMPL_ys_cells=79
export IMPL_yosys_warnings=2
export IMPL_fp_util_pct=12.4
export IMPL_dieArea_mm2=0.0112
export IMPL_hold_viol_final=0
export IMPL_avgSynthCellArea_um2=11.3
export IMPL_coreArea_mm2=0.00721
export IMPL_rsz0062_at_grt="true"
export IMPL_groute_usage_overall_pct=6.19
export IMPL_grt_pass1_wl_um=5640
export IMPL_tool_warnings=42
export IMPL_timing_final_crit_share_pct=116
export IMPL_worst_slack_ps=-2260
export IMPL_path_max_fanout=2
export IMPL_final_cells=287
export IMPL_grt_pass1_vias=1105
export IMPL_p_sw_share_pct=29.6
export IMPL_drtPass1Iterations=3
export IMPL_critical_path_class="input port to primary output"
export IMPL_place_congestion=0.827
export IMPL_flop_area_um2=0
export IMPL_tightest_slew_ps=202
export IMPL_yosys_stat_seqShare_pct=0
export IMPL_ir_drop_mv=0.0146
export IMPL_max_cap_viol_count=0
==> cell families after synthesis <==
| logic type | count (synthesis) |
|---|---|
| xor gates and xnor gates | 7 |
| AOI/OAI and AO/OA | 2 |
| muxes | 5 |
| adders and majority gates | 39 |
| and+or+nand+nor | 2 |
| buffers and inverters | 24 |
==> Yosys cell counts (all sizes together) <==
master   n  area share [%]
nor2     2            0.84
ha      14              20
inv     24              10
fa      25              56
xor2     7             6.9
mux2i    5             5.6
a21oi    2             1.1
==> through the flow <==
stage	worst slack (ps)	util, %	hold WS (ps)	cell area (um2)
detailed placement	-3150	29.2	6680	2100
global placement	-3130	29.2	6670	2100
CTS	-2340	29.5	6350	2130
finish	-2260	30.0	6330	2160
floorplan	-1790	-	5750	955
global route	-2590	30.0	6350	2160
==> metal layers <==
metal  global-route usage [%]  vias to the layer above  wire [um]
met5                        0                        -          0
met4                        0                        0          0
met3                     5.50                        0        851
met2                     9.19                       86       1370
met1                     7.01                      424       1330
li1                         -                      445          -
==> layout make-up <==
cell class         count  area (um2)  share of cell area [%]
multi-input cells     55         916                    42.4
repair buffers       109        1030                    47.7
inverters             24        90.1                    4.17
well taps             99         124                    5.73
==> worst paths after layout <==
kind	depth (start not counted)	to	startpoint	slack, ps
worst min-delay path	3	result_o[0]	operand_B_i[0]	6330
worst max-delay path	38	result_o[31]	carry_i	-2260
==> power groups by stage <==
stage / sequential [mW] / combinational (mW) / clock [mW]
finish: 0 / 0.0909 / 0
CTS: 0 / 0.0918 / 0
global route: 0 / 0.103 / 0
==> what timing repair did <==
item	in CTS	in global routing
pin swaps	27	0
endpoints found under the setup margin	12	10
buffers inserted	2	3
hold buffers	0	0
gates resized	47	5
No activity file was given, so power comes from the tool's default toggle rates.
