### ./config.mk
export PLATFORM = sky130hd
export DESIGN_NAME = reverse_carryless_multiplier
export DESIGN_NICKNAME = reverse_carryless_multiplier
export VERILOG_FILES = /design/flow/design.v
export SDC_FILE = /design/flow/constraint.sdc
export NUM_CORES = 4
export LEC_CHECK = 1
export CORE_UTILIZATION = 50
### ./constraint.sdc
current_design reverse_carryless_multiplier

set clk_period 4.1
set clk_io_pct 0.2

create_clock -name clk0 -period $clk_period

set non_clock_inputs [all_inputs -no_clocks]
set_input_delay [expr $clk_period * $clk_io_pct] -clock clk0 $non_clock_inputs
set_output_delay [expr $clk_period * $clk_io_pct] -clock clk0 [all_outputs]
### ./design.v
module reverse_carryless_multiplier #(
    parameter DATA_WIDTH = 32
) (
    input  logic [DATA_WIDTH - 1:0] operand_A_i,
    input  logic [DATA_WIDTH - 1:0] operand_B_i,
    output logic [DATA_WIDTH - 1:0] result_o
);
    logic [DATA_WIDTH - 1:0] result, result_next;
        always_comb begin 
            result_next = '0;
            result = '0;
            for (int i = 0; i < (DATA_WIDTH - 1); ++i) begin
                if ((operand_B_i >> i) & 32'b1) begin
                    result = result_next ^ (operand_A_i >> (DATA_WIDTH - i - 1));
                end else begin
                    result = result_next; 
                end
                result_next = result;
            end
        end 
    assign result_o = result;
endmodule : reverse_carryless_multiplier
### ./run.sh
#!/bin/bash
# OpenROAD 26Q1-2900-gdf79404cd8, Yosys 0.63+post, stock flow scripts
make -C /OpenROAD-flow-scripts/flow DESIGN_CONFIG=/design/flow/config.mk WORK_HOME=/design/flow/orfs finish
==> reports/qor.csv <==
stage;metric;value;unit
synthesis;yosysWarnings;1;
global_routing;grt_pass1_wl;36060;um
routing;wire_per_inst;18.02;um
synthesis;syn_avg_cell_area;6.334;um^2
final_timing;fin_ws;0.08736;ns
critical_path;cpLargestDelayFamily;buffers and inverters;
synthesis;syn_inst;1030;
global_routing;grt_max_degree;22;
layout;syn_to_final_growth;30.19;%
flow_run;warnings;34;
placed_design;dpl_worst_slack;-0.005374;ns
floorplanning;die_y;116.2;um
routing;drt-total-wl;23550;um
critical_path;crit_buf_inv;4;
synthesis;ys_cells;1030;
placed_design;post_dp_cell_area;8218;um^2
power;power.density;250.0;nW/um^2
placed_design;port_buffers;93;
status;status;finished, final reports clean;
routing;wl_met2;10540;um
final_timing;fmaxAchievable;249.2;MHz
final_timing;post-route-period-util;97.87;%
final_timing;layout_min_cycle_time;4.013;ns
floorplanning;die_area;13510;um^2
final_timing;slew_violations;0;
critical_path;critical_path.endpoint_type;primary output;
layout;layout.area.seq;0;um^2
routing;vias_per_cell;5.121;
routing;postRouteAntennaNets;0;
critical_path;cp-start-kind;input pin;
synthesis;topCellsByArea;xnor2_1 41%, nand2_1 28%, xor2_1 14%;
floorplanning;fp_util;51.49;%
critical_path;cp.required;3.28;ns
routing;vias;6693;
floorplanning;fp-row-count;41;
critical_path;crit_arrival;3.19;ns
synthesis;synthDistinctLibCells;12;
routing;diodes;0;
layout;fin_area;8493;um^2
routing;met3_wirelength;2471;um
synthesis;synth_top_area_share;41.35;%
final_timing;max-slew-margin-rel;64.88;%
power;power_leakage;0.003691;uW
critical_path;crit_type;in2out;
synthesis;largest_area_cell;xnor2_1;
final_timing;worst_pin_slew;0.5259;ns
clock_network;ctsHoldBuffers;0;
critical_path;crit_path_max_fanout;5;
floorplanning;die_w;116.2;um
critical_path;crit_slowest_cell;clkdlybuf4s50_1;
routing;dr.max_layer_used;met4;
routing;drtPass1Iterations;5;
placed_design;dp_hpwl;16310;um
synthesis;ys_chip_area;6524;um^2
synthesis;synthTopCellsByCount;494 x nand2_1, 308 x xnor2_1, 103 x xor2_1, 62 x buf_2, 27 x xnor3_1;
global_routing;grt_overflow_total;0;
critical_path;crit_chain;clkdlybuf4s50_1 -> buf_4 -> nand2_1 -> xnor2_1 -> buf_4 -> xnor2_1 -> xnor3_1 -> xnor3_1 -> clkdlybuf4s50_1;
floorplanning;pin_count;96;
floorplanning;coreArea;12670;um^2
layout;seq_cells;0;
layout;final.clkbuf_count;0;
synthesis;most_common_cell;nand2_1;
global_routing;grt_use_total;36.48;%
power;vdd_drop_max;282.8;uV
final_timing;fin_tns_setup;0;ns
layout;drive_gt1_share;10.04;%
routing;drtIter0Drc;621;
global_routing;antenna_found_initial;0;
final_timing;holdWs;2.618;ns
synthesis;syn_area;6524;um^2
routing;drc;0;
global_routing;grt_pass1_vias;6252;
min_path;hold_class;in2out;
critical_path;cpPeakStageDelay;0.61;ns
final_timing;hold_viol_final;0;
final_timing;setup_viol;0;
layout;fin_util;67.03;%
synthesis;ys_seq_share;0;%
placed_design;place_congestion;0.9437;
flow_run;cap_violations;0;
routing;wirelength_met1;10150;um
==> cell type report <==
cell class | instances | area [um^2]
fillers | 1143 | 4178
multi-input cells | 935 | 6112
well taps | 172 | 215.2
repair buffers | 200 | 2166
==> where the power goes <==
group | total, uW | internal, uW | switching, uW
registers | 0 | 0 | 0
clock network | 0 | 0 | 0
logic | 2120 | 1340 | 779
total | 2120 | 1340 | 779
==> final timing paths <==
path | from | to | slack [ns] | cells past startpoint
setup / recovery | operand_B_i[19] | result_o[2] | 0.09 | 9
hold / removal | operand_A_i[30] | result_o[29] | 2.62 | 5
==> logic make-up after synthesis <==
family / after synthesis / synth area share (%)
other: 1 / 0.05748
AND/OR/NAND/NOR: 496 / 28.62
XOR/XNOR: 438 / 64.50
buffers and inverters: 95 / 6.828
==> placed cells by master (no fill, tap or decap), drive strengths merged <==
cell type,n
dlymetal6s2s,16
xnor2,308
xor2,103
xnor3,27
conb,1
buf,107
clkdlybuf4s50,77
nand2,495
and2,1
==> layer usage <==
| metal | track usage, % | vias to the layer above |
|---|---|---|
| met5 | 0 | - |
| met2 | 57.87 | 392 |
| met1 | 52.19 | 3021 |
| met4 | 8.120 | 0 |
| li1 | - | 3235 |
| met3 | 6.131 | 45 |
==> timing repair <==
action	CTS	global route
endpoints found under the setup margin	0	14
setup buffers	0	14
gates resized	0	36
==> through the flow <==
stage | instances | power [uW]
final | 1307 | 2124
after global routing | 1307 | 2287
after CTS | 1294 | 2112
after detailed placement | 1294 | 2098
after global placement | 1294 | 2094
after floorplan | 1030 | 1236
Power is estimated from default activity; no workload was simulated.
